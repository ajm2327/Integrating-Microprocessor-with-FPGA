**/design/flow/design.v**
```verilog
module control (input logic clk, reset, nflg, zflg, 
					input logic [7:0] opcode,
					output logic [7:0] STATE,
					output logic fetch, ld_iru, ld_irl, ld_ac, ld_pc, incr_pc, store_mem);
		typedef enum logic [3:0] {start, prepu, fetchu, prepl, fetchl, exec, read, store, jump}statetype;
		statetype state, next_state;  
		always_ff @(negedge clk, posedge reset)  
			if(reset) state <= start;  
			else state <= next_state;  
		always_comb
			if (opcode == 8'h04 || opcode == 8'h00) begin  
				case (state)  
				start: next_state = prepu;
				prepu: next_state = fetchu;
				fetchu: next_state = exec;
				exec: next_state = prepu;
				default: next_state = start;
				endcase
			end
			else if (opcode == 8'h02|| opcode == 8'h06 || opcode == 8'h08 || opcode == 8'h0E|| opcode == 8'h0F) begin  
				case (state)  
				start: next_state = prepu;
				prepu: next_state = fetchu;
				fetchu: next_state = prepl;
				prepl: next_state = fetchl;
				fetchl: next_state = exec;
				exec: next_state = prepu;
				default: next_state = start;
				endcase
			end
			else if (opcode == 8'h03) begin  
				case (state)  
				start: next_state = prepu;
				prepu: next_state = fetchu;
				fetchu: next_state = prepl;
				prepl: next_state = fetchl;
				fetchl: next_state = store;
				store: next_state = prepu;
				default: next_state = start;
				endcase
			end
			else if (opcode == 8'h10) begin  
				case (state)  
				start: next_state = prepu;
				prepu: next_state = fetchu;
				fetchu: next_state = prepl;
				prepl: next_state = fetchl;
				fetchl: next_state = jump;
				jump: next_state = prepu;
				default: next_state = start;
				endcase
			end
			else if (opcode == 8'h13 && zflg == 1) begin  
				case (state)  
				start: next_state = prepu;
				prepu: next_state = fetchu;
				fetchu: next_state = prepl;
				prepl: next_state = fetchl;
				fetchl: next_state = jump;
				jump: next_state = prepu;
				default: next_state = start;
				endcase
			end
			else if (opcode == 8'h11 && nflg == 1) begin  
				case (state)  
				start: next_state = prepu;
				prepu: next_state = fetchu;
				fetchu: next_state = prepl;
				prepl: next_state = fetchl;
				fetchl: next_state = jump;
				jump: next_state = prepu;
				default: next_state = start;
				endcase
			end
			else begin  
				case (state)  
				start: next_state = prepu;
				prepu: next_state = fetchu;
				fetchu: next_state = prepl;
				prepl: next_state = fetchl;
				fetchl: next_state = read;
				read: next_state = exec;
				exec: next_state = prepu;
				default: next_state = start;
				endcase
			end
		assign STATE = state;
		assign fetch = (state == prepu || state == fetchu || state == prepl || state == fetchl);
		assign ld_iru = (state==fetchu);
		assign ld_irl = (state == fetchl);
		assign incr_pc = (state == fetchu || state == fetchl);
		assign ld_ac = (state == exec);
		assign ld_pc = (state == jump);
		assign store_mem = (state == store);
endmodule
```
**/design/flow/run.sh**
```bash
#!/bin/bash
# OpenROAD 26Q1-2900-gdf79404cd8, Yosys 0.63+post, stock flow scripts
make -C /OpenROAD-flow-scripts/flow DESIGN_CONFIG=/design/flow/config.mk WORK_HOME=/design/flow/orfs finish
```
**/design/flow/config.mk**
```make
export PLATFORM = sky130hd
export DESIGN_NAME = control
export DESIGN_NICKNAME = control
export VERILOG_FILES = /design/flow/design.v
export SDC_FILE = /design/flow/constraint.sdc
export NUM_CORES = 4
export LEC_CHECK = 1
export CORE_AREA = 10 10 70 70
export DIE_AREA = 0 0 80 80
```
**/design/flow/constraint.sdc**
```tcl
current_design control

set clk_period 3.4
set clk_io_pct 0.2

create_clock -name clk0 -period $clk_period [get_ports {clk}]

set non_clock_inputs [all_inputs -no_clocks]
set_input_delay [expr $clk_period * $clk_io_pct] -clock clk0 $non_clock_inputs
set_output_delay [expr $clk_period * $clk_io_pct] -clock clk0 [all_outputs]
```
==> flow_metrics.tcl <==
# collected from the flow reports
set metrics [dict create \
    status "finished, violations left" \
    violations "setup timing" \
    mostFrequentLayoutCells "36 x buf_4, 26 x buf_6, 9 x nand2_1, 9 x buf_2, 8 x nor2_1" \
    tool_warnings 28 \
    finClkSkew_ps 0.3082 \
    clock-sinks 4 \
    numCtsBuffers 3 \
    avgSynthCellArea_um2 6.945 \
    final_common_cell "buf_4" \
    grt_max_degree 12 \
    post_synth_instance_area_um2 680.7 \
    endpoint_kind "output port" \
    worst_setup_path_start_kind "flip-flop" \
    ys_area_um2 680.7 \
    wirelength_um 2780 \
    dp_hpwl_um 1734 \
    viasPerCell 4.573 \
    min-delay-path-class "flip-flop to flip-flop" \
    p_per_area_mw_per_mm2 584.3 \
    drive_gt1_frac 0.6105 \
    largest_register_ffs 4 \
    path_clk_slew_ps 30 \
    leakage_nw 0.7494 \
    regMostFlops "state" \
    std_cell_rows 21 \
    diodes 0 \
    clk_path_buf_depth 2 \
    areaGrowthSynthToFinish_pct 127.9 \
    h-tree-depth 1 \
    power_w 0.0009065 \
    dieHeight_um 80 \
    grt_overflow 0 \
    io_pins 27 \
    grt_setup_unrepaired "yes" \
    synth_cell_type_count 41 \
    portBuffers 22 \
    cp.required_ps 2720 \
    finalMaxSlewViolations 0 \
    clock-root-buffer "clkbuf_4" \
    yosys_warnings 1 \
    wl_per_cell_um 12.75 \
    routabilityCongestion 0.8102 \
    fp_util 0.1993 \
    grt_use_total 0.08183 \
    clock_latency_ps 250 \
    cts_tree "built" \
    top_regs "state: 4 flops" \
    die_width_um 80 \
    grt_pass1_wl_um 4388 \
    irDropWorstVdd_mv 0.2076 \
    first_pass_iters 4 \
    antenna_found_initial 0 \
    drc 0 \
    yosys.stat.seqShare 0.1471 \
    ys_seq_elements 4 \
    dieArea_mm2 0.006400 \
    drt-initial-drc-count 63 \
    vias 997 \
    worstPathMaxFanout 4 \
    grt_pass1_vias 984 \
    setup_viol 9 \
    arrival_ps 3070 \
    antenna_left 0 \
    max-cap-violations 0 \
    core_area_mm2 0.003416 \
    setup_ws_ps -349.5 \
    synth_stat.cells 98 \
    hold_violations 0 \
    path_class "flip-flop to output port" \
    ctsHoldBuffers 0 \
    syn_inst 98 \
    dp_slack_ps -699.4 \
]
[timing repair]
action                                  CTS  global route
endpoints found under the setup margin   15            13
pin swaps                                21            24
gates resized                            96            24
gates cloned                              0             0
buffers inserted                         34             7
[synth_stat cells]
library cell / number / area, µm²
a211o_1: 2 / 17.52
a211oi_1: 3 / 22.52
a21boi_0: 1 / 7.510
a21o_1: 3 / 22.52
a21oi_1: 7 / 35.03
a221o_1: 1 / 10.01
a221oi_2: 1 / 15.01
a31oi_1: 1 / 6.260
and2_1: 1 / 6.260
and3_1: 2 / 12.51
and3b_1: 1 / 8.760
buf_2: 4 / 20.02
buf_4: 5 / 37.54
buf_6: 1 / 11.26
clkbuf_1: 1 / 3.750
conb_1: 1 / 3.750
dfrtn_1: 4 / 100.1
inv_1: 3 / 11.26
mux2_2: 1 / 11.26
nand2_1: 11 / 41.29
nand2b_1: 3 / 18.77
nand2b_4: 1 / 13.76
nand3_1: 4 / 20.02
nand4_1: 1 / 6.260
nand4bb_1: 1 / 11.26
nor2_1: 11 / 41.29
nor2b_1: 4 / 25.02
nor3_1: 3 / 15.01
nor3b_1: 2 / 15.01
nor4_1: 2 / 12.51
nor4b_1: 1 / 8.760
o211a_1: 1 / 10.01
o211ai_1: 1 / 7.510
o21ai_0: 1 / 5.000
o21bai_1: 2 / 15.01
o221ai_1: 1 / 8.760
o32a_1: 1 / 10.01
or3_1: 1 / 6.260
or3b_2: 1 / 8.760
xnor2_1: 1 / 8.760
xor2_1: 1 / 8.760
[power breakdown]
group,total [W],switching [W],internal [W]
clock,0.0000608,0.0000212,0.0000396
combinational,0.000755,0.000301,0.000454
sequential,0.0000908,0.0000232,0.0000676
[layout make-up]
type,instances,area [µm²]
Clock buffer,3,22.52
Fill cell,313,1864
Inverter,3,11.26
Multi-Input combinational cell,83,659.4
Sequential cell,4,100.1
Tap cell,46,57.56
Timing Repair Buffer,79,700.7
[layer usage]
metal / up-vias / global-route usage / wire length (µm)
li1: 492 / - / -
met1: 470 / 0.1167 / 1313
met2: 35 / 0.1236 / 1214
met3: 0 / 0.02614 / 252
met4: 0 / 0.001761 / 0
met5: - / 0 / 0
[worst max-delay path, cell delays in order, from the launching register on]
cell and delay, ps:
dfrtn_1 520, nor2_2 90, buf_6 130, xor2_2 130, nor2_1 120, buf_2 120
[path summary, 6_finish.rpt]
kind	start	endpoint	slack [ps]	cells after the start
max	state[0]	fetch	-350	5
min	state[3]	state[2]	860	4
max reg2reg	state[0]	state[0]	1380	8
min reg2reg	state[3]	state[2]	860	4
max in group asynchronous	reset	state[2]	1020	2
min in group asynchronous	reset	state[0]	2200	2
[per-stage QoR]
stage / instances / cell area, µm² / hold WS (ps) / TNS (ps) / util
after global routing: 218 / 1551 / 909.1 / -2312 / 0.4542
after floorplan: 101 / 728.2 / 596.5 / -296.7 / -
after CTS: 216 / 1478 / 731.3 / -1653 / 0.4326
after detailed placement: 181 / 1096 / 631.1 / -4432 / 0.3209
after global placement: 181 / 1096 / 623.8 / -4342 / 0.3209
final: 218 / 1551 / 860.5 / -1770 / 0.4542
[cell families (layout without fill, tap and decap cells)]
kind of cell | Yosys count | after routing | share of synthesized area
and+or+nand+nor | 50 | 50 | 0.3989
AOI/OAI and AO/OA | 26 | 26 | 0.2831
buffers and inverters | 14 | 85 | 0.1232
DFF | 4 | 4 | 0.1471
xor gates and xnor gates | 2 | 2 | 0.02574
other | 1 | 4 | 0.005509
muxes | 1 | 1 | 0.01654
