## flow/config.mk

```make
export PLATFORM = sky130hd
export DESIGN_NAME = dual_seg7
export DESIGN_NICKNAME = dual_seg7
export VERILOG_FILES = /design/flow/design.v
export SDC_FILE = /design/flow/constraint.sdc
export NUM_CORES = 4
export LEC_CHECK = 1
export CORE_AREA = 10 10 74 74
export DIE_AREA = 0 0 84 84
```

## flow/constraint.sdc

```tcl
current_design dual_seg7

set clk_period 1.6
set clk_io_pct 0.2

create_clock -name clk0 -period $clk_period

set non_clock_inputs [all_inputs -no_clocks]
set_input_delay [expr $clk_period * $clk_io_pct] -clock clk0 $non_clock_inputs
set_output_delay [expr $clk_period * $clk_io_pct] -clock clk0 [all_outputs]
```

## flow/design.v

```verilog
module dual_seg7(input logic blank, 
						input logic test, 
						input logic [7:0] data,
						output logic [6:0] segments1,
						output logic [6:0] segments2);
		seg7  leftdisp (blank, test, data[7:4], segments1);
		seg7 rightdisp (blank, test, data[3:0], segments2);
endmodule
module seg7(	input logic blank, test,
					input logic [3:0] data,
					output logic [6:0] segments);
	always_comb
		if(blank) segments = 7'b111_1111;
		else if (test) segments = 7'b000_0000;
		else case(data)
		0: 		segments = 7'b100_0000;  
		1:			segments = 7'b111_1001;
		2:			segments = 7'b010_0100;
		3:			segments = 7'b011_0000;
		4:			segments = 7'b001_1001;
		5:			segments = 7'b001_0010;
		6:			segments = 7'b000_0010;
		7:			segments = 7'b111_1000;
		8:			segments = 7'b000_0000;
		9:			segments = 7'b001_1000; 
		10:		segments = 7'b000_1000;  
		11:		segments = 7'b000_0011;  
		12:		segments = 7'b100_0110;  
		13:		segments = 7'b010_0001;  
		14:		segments = 7'b000_0110;  
		15:		segments = 7'b000_1110;  
		default: segments = 7'b111_1111;
	endcase
endmodule
```

## flow/run.sh

```bash
#!/bin/bash
# OpenROAD 26Q1-2900-gdf79404cd8, Yosys 0.63+post, stock flow scripts
make -C /OpenROAD-flow-scripts/flow DESIGN_CONFIG=/design/flow/config.mk WORK_HOME=/design/flow/orfs finish
```

==> run notes <==
Floorplanning
* **Die W** 84 um
* **die y size** 84 um
* **chip area** 7060 um2
* **number of rows created at floorplan** 23
* **number of ports placed on the die boundary** 24
* **starting utilization of the core area** 16.3%
* **placeable core region** 3970 um2

Power
* **maximum VDD drop** 0.111 mV
* **power per cell area** 246 nW/um2
* **leakage power figure** 0.000631 uW

STA
* **highest attainable clock frequency** 0.568 GHz
* **final max-slew violation count** 0
* **fin crit period** 1.76 ns
* **final setup margin** -0.159 ns
* **post-route clock period utilization** 110%
* **headroom to the max-slew limit** 82.9%
* **number of endpoints with negative hold slack in the final report** 0
* **# setup viols final** 4
* **RSZ-0062 raised after global routing** true
* **Min Hold Slack** 1.05 ns
* **slew of the pin with the lowest slew margin** 0.250 ns

Layout
* **Flop area** 0 um2
* **signed area change from the synthesized netlist to the final layout** 129%
* **core utilization of the finished layout** 37.4%
* **total number of sequential cells** 0
* **share of cells above drive strength 1** 67.4%
* **Layout clock buffers** 0

Critical path
* **Worst Setup SP** data[1]
* **cells along the critical path** buf_8, buf_6, ha_4, or4b_4, o311ai_4, buf_2
* **data arrival time at the worst-slack endpoint** 1.44 ns
* **crit-path max cell delay** 0.52 ns
* **worst setup path category** primary input to output port
* **maximum net fanout on the critical path** 3
* **buffer-and-inverter tally for the worst setup path** 3
* **CP startpoint kind** primary input
* **critical path data required time** 1.28 ns
* **Slowest cell on crit path** sky130_fd_sc_hd__or4b_4
* **kind of capture point of the worst setup path** output port
* **dominant delay contributor by cell family on the critical path** simple AND/OR/NAND/NOR gates

Routing
* **violation count after the first detailed-routing iteration** 19
* **Via density** 4.44
* **remaining antenna violation count** 0
* **average wire per standard cell** 12.7 um
* **final antenna diode count** 0
* **drt first pass iters** 4
* **DRC violations left** 0
* **aggregate routed wire length** 2.42 mm
* **via count of the routed design** 848

Placed design
* **GP Congestion** 0.878
* **Port Buffers** 24
* **HPWL reported at the end of detailed placement** 1.78 mm

Synthesis
* **chip area from the yosys synthesis statistics** 648 um2
* **cell count in the Yosys report** 86
* **cell area after synthesis** 648 um2
* **share of the yosys chip area belonging to registers** 0%
* **mean area per synthesized cell** 7.54 um2
* **Top non-seq family** AND-OR/OR-AND gates
* **Synth mux share** 12.9%
* **Synth Instances** 86
* **area fraction in xor and xnor cells** 0%
* **count of different cell masters after synthesis** 33
* **post-synthesis simple-gate area fraction** 23.0%
* **compound-cell area share of the yosys netlist** 28.4%
* **Synthesis Warnings** 1
* **area share of fa/ha/maj cells after synthesis** 27.0%

Status
* **result of the run** finished, violations left
* **violations in the final reports** negative setup slack

Global route
* **maximum number of pins on one net before global-route repair** 11
* **number of global-route vias before repair** 867
* **GRT overflow** 0
* **combined global-route utilization of all metal layers** 6.50%
* **global-route wire length before repair** 4.06 mm
* **number of antenna violations at the first check in global routing** 0

Worst hold path
* **class of the tightest hold or removal check** primary input to output port
* **hold path startpoint** data[6]

Clock tree
* **number of buffers inserted by hold repair at cts** 0

Flow run
* **number of warnings the tools reported** 46
* **max-cap viol count** 0

[tightest hold or removal path, delay by kind of cell]
| kind | cells | cell delay (ns) |
|---|---|---|
| AND-OR/OR-AND | 1 | 0.09 |
| buffers and inverters | 2 | 0.31 |
[path summary, 6_finish.rpt]
kind / endpoint / cells after the start
hold / removal: segments1[4] / 3
setup / recovery: segments2[4] / 6
[logic make-up after synthesis]
| family | Yosys count |
|---|---|
| AND/OR/NAND/NOR | 26 |
| multiplexers | 8 |
| buffers and inverters | 11 |
| AND-OR/OR-AND | 27 |
| adder cells (fa/ha/maj) | 14 |
[cell usage in the layout (no fill, tap or decap), types with 2 or more instances in the layout]
cell type / count
sky130_fd_sc_hd__a21oi_1: 4
sky130_fd_sc_hd__a21oi_2: 2
sky130_fd_sc_hd__and2b_1: 2
sky130_fd_sc_hd__buf_12: 4
sky130_fd_sc_hd__buf_2: 14
sky130_fd_sc_hd__buf_4: 23
sky130_fd_sc_hd__buf_6: 12
sky130_fd_sc_hd__buf_8: 2
sky130_fd_sc_hd__clkbuf_2: 3
sky130_fd_sc_hd__clkdlybuf4s15_1: 2
sky130_fd_sc_hd__ha_1: 3
sky130_fd_sc_hd__ha_4: 10
sky130_fd_sc_hd__inv_4: 2
sky130_fd_sc_hd__inv_8: 2
sky130_fd_sc_hd__mux2_4: 2
sky130_fd_sc_hd__mux2i_1: 5
sky130_fd_sc_hd__nand2_1: 4
sky130_fd_sc_hd__nor2_1: 5
sky130_fd_sc_hd__nor2_2: 2
sky130_fd_sc_hd__nor2b_4: 2
sky130_fd_sc_hd__o21ai_1: 4
sky130_fd_sc_hd__o31ai_1: 2
[what timing repair did]
action	in CTS	in global routing
buffers inserted	6	3
resized	138	31
pin swaps	16	17
hold endpoints to repair	0	0
endpoints found under the setup margin	14	14
[cells in the mapped netlist]
| master | count | area (um2) |
|---|---|---|
| sky130_fd_sc_hd__nor2b_1 | 3 | 18.8 |
| sky130_fd_sc_hd__mux2i_1 | 5 | 50.1 |
| sky130_fd_sc_hd__buf_4 | 1 | 7.51 |
| sky130_fd_sc_hd__a22oi_1 | 1 | 7.51 |
| sky130_fd_sc_hd__a2bb2oi_1 | 2 | 17.5 |
| sky130_fd_sc_hd__buf_6 | 1 | 11.3 |
| sky130_fd_sc_hd__nand3b_1 | 1 | 7.51 |
| sky130_fd_sc_hd__mux2_2 | 3 | 33.8 |
| sky130_fd_sc_hd__o31ai_1 | 3 | 22.5 |
| sky130_fd_sc_hd__buf_2 | 3 | 15.0 |
| sky130_fd_sc_hd__o311ai_0 | 2 | 17.5 |
| sky130_fd_sc_hd__nand2_1 | 4 | 15.0 |
| sky130_fd_sc_hd__o31a_1 | 1 | 8.76 |
| sky130_fd_sc_hd__clkbuf_1 | 1 | 3.75 |
| sky130_fd_sc_hd__o311ai_1 | 1 | 8.76 |
| sky130_fd_sc_hd__nor2_1 | 7 | 26.3 |
| sky130_fd_sc_hd__a221o_1 | 1 | 10.0 |
| sky130_fd_sc_hd__o211ai_1 | 1 | 7.51 |
| sky130_fd_sc_hd__nand4bb_1 | 1 | 11.3 |
| sky130_fd_sc_hd__nor2_2 | 1 | 6.26 |
| sky130_fd_sc_hd__a21oi_1 | 6 | 30.0 |
| sky130_fd_sc_hd__nor4_1 | 1 | 6.26 |
| sky130_fd_sc_hd__a2111oi_0 | 1 | 8.76 |
| sky130_fd_sc_hd__ha_1 | 14 | 175 |
| sky130_fd_sc_hd__inv_1 | 5 | 18.8 |
| sky130_fd_sc_hd__nand3_1 | 1 | 5.00 |
| sky130_fd_sc_hd__o21ai_0 | 6 | 30.0 |
| sky130_fd_sc_hd__a31oi_1 | 1 | 6.26 |
| sky130_fd_sc_hd__nor3b_1 | 1 | 7.51 |
| sky130_fd_sc_hd__a311oi_1 | 1 | 8.76 |
| sky130_fd_sc_hd__or4b_1 | 1 | 10.0 |
| sky130_fd_sc_hd__and2b_1 | 3 | 22.5 |
| sky130_fd_sc_hd__nand2b_1 | 2 | 12.5 |
[cell type report]
| type | count | area, um2 |
|---|---|---|
| repair buffers | 61 | 534 |
| fillers | 389 | 2480 |
| inverters | 5 | 38.8 |
| well taps | 50 | 62.6 |
| multi-input cells | 75 | 851 |
[power breakdown]
part / switching, uW / total, uW / internal, uW
combinational: 156 / 366 / 210
clock: 0 / 0 / 0
sequential: 0 / 0 / 0
[stage by stage]
stage	instance area (um2)	instances	TNS (ns)	power, uW	setup slack, ns
5_1_grt	1490	191	-0.593	399	-0.189
6_report	1490	191	-0.248	366	-0.159
3_3_place_gp	1140	182	-12.22	274	-0.992
2_1_floorplan	648	86	0	108	0.135
4_1_cts	1380	188	-0.508	327	-0.171
3_5_place_dp	1140	182	-12.28	273	-1.01
[routing by layer]
metal | track usage (%) | part of all wire, %
met1 | 8.90 | 48
met2 | 11.4 | 49
met3 | 0.492 | 3.3
met4 | 0 | 0
met5 | 0 | 0
Power figures rest on the tool's default switching activity, not on a simulated workload.
