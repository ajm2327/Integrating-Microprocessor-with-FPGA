### ./config.mk
export PLATFORM = sky130hd
export DESIGN_NAME = alu
export DESIGN_NICKNAME = alu
export VERILOG_FILES = /design/flow/design.v
export SDC_FILE = /design/flow/constraint.sdc
export NUM_CORES = 4
export LEC_CHECK = 1
export CORE_UTILIZATION = 50
### ./constraint.sdc
current_design alu

set clk_period 8.0
set clk_io_pct 0.2

create_clock -name clk0 -period $clk_period

set non_clock_inputs [all_inputs -no_clocks]
set_input_delay [expr $clk_period * $clk_io_pct] -clock clk0 $non_clock_inputs
set_output_delay [expr $clk_period * $clk_io_pct] -clock clk0 [all_outputs]
### ./design.v
module alu(input logic signed [7:0] mdr, ac, value, pc, addr,
				input logic [7:0] opcode,
				output logic nflg, zflg,
				output logic signed [7:0] zout);
		assign nflg = ac[7];
		assign zflg = (ac==0)?1:0;
		always_comb
			case(opcode)
			8'h01: zout = mdr;
			8'h02: zout = value;
			8'h03: zout = mdr <= ac;
			8'h05: zout = ac + mdr;
			8'h06: zout = ac + value;
			8'h07: zout = ac - mdr;
			8'h08: zout = ac - value;
			8'h09: zout = -mdr;
			8'h0A: zout = ~mdr;
			8'h0B: zout = ac & mdr;
			8'h0C: zout = ac | mdr;
			8'h0D: zout = ac ^ mdr;
			8'h0E: zout = ac << value[2:0];
			8'h0F: zout = ac >> value[2:0];
			8'h10: zout = pc <= addr;  
			default: zout = 8'h00; 
			endcase
endmodule
### ./run.sh
#!/bin/bash
# OpenROAD 26Q1-2900-gdf79404cd8, Yosys 0.63+post, stock flow scripts
make -C /OpenROAD-flow-scripts/flow DESIGN_CONFIG=/design/flow/config.mk WORK_HOME=/design/flow/orfs finish
==> impl_metrics.py <==
# Generated from Yosys and OpenROAD reports
metrics = {
    "status": {
        "outcome": "finished clean",
    },
    "final_layout": {
        "ff_latch_area_um2": 0,
        "fin_util_pct": 64.5,
        "design.seq.count": 0,
        "area_growth_pct": 21.4,
        "stdcell_count": 508,
        "drive_gt1_share_pct": 6.16,
        "final_layout_top_logic_cells": "clkdlybuf4s50_1 (58), ha_1 (41), inv_1 (34)",
        "num-clock-buffers": 0,
        "lay_top_count": "clkdlybuf4s50_1",
    },
    "setup_path": {
        "setup.worst_path.end_class": "output port",
        "worstPathRequired_ns": 6.40,
        "crit_path_start_kind": "primary input",
        "crit_arrival_ns": 6.17,
        "path_max_fanout": 12,
        "path_class": "in2out",
        "crit_start": "opcode[0]",
    },
    "hold_path": {
        "hold_start": "ac[7]",
        "hp-class": "in2out",
    },
    "clocking": {
        "cts-hold-fix-buffers": 0,
        "cts.repair.resized": 0,
        "cts_setup_buffers": 0,
    },
    "yosys": {
        "synth.avg_cell_area_um2": 7.14,
        "synth_cell_types": 70,
        "synthesis.area_mm2": 0.00279,
        "yosys.stat.seqShare_pct": 0,
        "synthCells": 390,
        "ys_cells": 390,
        "yosys_warnings": 1,
        "ys_area_mm2": 0.00279,
    },
    "global_route": {
        "gr-total-overflow": 0,
        "grt_pass1_vias": 3024,
        "grt_max_degree": 24,
        "grt_pass1_wl_um": 16000,
        "globalRouteTotalUtil_pct": 35.4,
        "antenna_found_initial": 0,
    },
    "final_timing": {
        "setup_violations": 0,
        "tightest_slew_ns": 0.686,
        "rsz0062_at_grt": "no",
        "max_clock_freq_ghz": 0.129,
        "setup_tns_ns": 0,
        "fin_crit_ns": 7.77,
        "slew_violations": 0,
        "post-route-period-util_pct": 97.1,
        "hold_viol_final": 0,
        "max_slew_margin_pct": 53.7,
    },
    "detailed_routing": {
        "drtPass1Iterations": 5,
        "ant_nets": 0,
        "vias": 3309,
        "antenna_cells": 0,
        "post_drt_wl_per_cell_um": 19.9,
        "first_iter_violations": 389,
        "wirelength_um": 10100,
        "drc": 0,
        "via_per_inst": 6.51,
    },
    "die": {
        "boundaryPins": 58,
        "rows": 26,
        "die-area_mm2": 0.00587,
        "core_area_mm2": 0.00524,
        "die_x_um": 76.6,
        "fp.dieH_um": 76.6,
        "core_util_floorplan_pct": 53.2,
    },
    "place": {
        "dp_cells": 508,
        "place_congestion": 1.08,
        "hpwl_um": 8170,
        "port-buffer-count": 58,
    },
    "job": {
        "cap_violations": 0,
        "warnings": 50,
    },
    "power_and_ir_drop": {
        "leakagePower_uw": 0.00137,
        "p_per_area_mw_per_mm2": 52.4,
        "p_sw_uw": 97.6,
        "switching_share_pct": 55.2,
        "combPwrFrac_pct": 100.0,
        "ir_drop_mv": 0.0413,
        "p_int_uw": 79.4,
        "pwr-share-seq_pct": 0,
        "p_clk_share_pct": 0,
    },
}
==> power by group through the flow <==
stage	combinational [µW]	clock (µW)	sequential (µW)
6_report	177	0	0
5_1_grt	192	0	0
4_1_cts	174	0	0
==> cell families (layout without fill, tap and decap cells) <==
family | Yosys count | in the layout | share of synthesized area (%)
simple gates | 135 | 135 | 26.1
compound gates | 122 | 122 | 30.1
buf+inv | 54 | 102 | 9.61
fa+ha+maj | 43 | 43 | 19.9
mux | 21 | 21 | 9.07
xor+xnor | 15 | 15 | 5.21
==> cell usage after synthesis, types with 7 or more instances <==
library cell	n	share of area [%]
ha_1	41	18
inv_1	34	4.6
nor2_1	30	4.0
nand2_1	26	3.5
a21oi_1	25	4.5
o21ai_0	18	3.2
nand3_1	15	2.7
mux2i_1	14	5.0
nor3_1	13	2.3
xnor2_1	10	3.1
a211oi_1	7	1.9
or3_1	7	1.6
==> stage by stage <==
step	area, µm²	hold WS, ns	power [µW]	setup WS (ns)
final	3380	4.21	177	0.231
after global routing	3380	4.27	192	0.0763
after CTS	3380	4.22	174	0.349
after detailed placement	3380	4.21	173	0.370
after global placement	3380	4.22	172	0.441
after floorplan	2790	3.27	107	2.09
==> final timing paths <==
check,endpoint,slack [ns],depth (start not counted)
min,nflg,4.21,2
max,zout[7],0.23,13
==> critical path, cell delays in order <==
cell and delay [ns]:
clkdlybuf4s50_1 0.59, nor4b_1 0.65, nand2_1 0.30, and3_1 0.27, a221oi_1 0.29, ha_1 0.29
nor2b_1 0.14, o2111ai_1 0.17, nand3_1 0.11, o41ai_1 0.58, xnor3_1 0.45, o211ai_1 0.21
clkdlybuf4s50_1 0.50
==> routing by layer <==
layer,up-vias,track usage [%],part of all wire (%)
met5,-,0,0
met4,0,6.54,2.0
met1,1505,51.7,42
li1,1574,-,-
met2,214,56.1,44
met3,16,4.62,12
==> cell type report <==
| cell class | count | area, µm² |
|---|---|---|
| fill | 468 | 1860 |
| inverter | 36 | 135 |
| multi-input combinational | 336 | 2520 |
| tap | 70 | 87.6 |
| timing repair buffer | 66 | 641 |
No activity file was given, so power comes from the tool's default toggle rates.
